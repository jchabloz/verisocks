--- design/flow/run.sh ---
#!/bin/bash
# OpenROAD 26Q1-2900-gdf79404cd8, Yosys 0.63+post, stock flow scripts
make -C /OpenROAD-flow-scripts/flow DESIGN_CONFIG=/design/flow/config.mk WORK_HOME=/design/flow/orfs finish
--- design/flow/config.mk ---
export PLATFORM = sky130hd
export DESIGN_NAME = counter
export DESIGN_NICKNAME = counter
export VERILOG_FILES = /design/flow/design.v
export SDC_FILE = /design/flow/constraint.sdc
export NUM_CORES = 4
export LEC_CHECK = 1
export CORE_AREA = 10 10 71 71
export DIE_AREA = 0 0 81 81
--- design/flow/constraint.sdc ---
current_design counter

set clk_period 2.6
set clk_io_pct 0.2

create_clock -name clk0 -period $clk_period [get_ports {clk}]

set non_clock_inputs [all_inputs -no_clocks]
set_input_delay [expr $clk_period * $clk_io_pct] -clock clk0 $non_clock_inputs
set_output_delay [expr $clk_period * $clk_io_pct] -clock clk0 [all_outputs]
--- design/flow/design.v ---
module counter #(
	parameter integer LENGTH = 10	 
) (
	input  wire arst_b,				 
	input  wire clk,				 
	output wire [LENGTH-1:0] count	 
);
	reg [LENGTH-1:0] counter;
	always @(posedge clk, negedge arst_b)
	begin
		if (!arst_b)
			counter <= {LENGTH{1'b0}};
		else
			counter <= counter + 1;
	end
	assign count = counter;
endmodule
==> flow_metrics.tcl <==
# place-and-route summary
set metrics [dict create \
    setup_viol_count_final 0 \
    worstPathArrival_ps 1190 \
    grt_pass1_vias 340 \
    hold-worst-slack_ps 463 \
    path_cells "clkdlybuf4s50_1" \
    critPathMaxStageDelay_ps 520 \
    avgRoutedWirePerCell_um 9.26 \
    seq_area_frac_synth 0.604 \
    area_growth_syn_to_layout_pct 51.1 \
    synth.avg_cell_area_um2 12.2 \
    finalClockSkew_ps 0.319 \
    dpl.cell_count 93 \
    end_kind "output pin" \
    grt_pass1_wl_mm 1.58 \
    cts_setup_buffers 0 \
    grt_max_degree 11 \
    drtIter0Drc 9 \
    cap_viol_max_count 0 \
    powerDensity_nw_per_um2 500 \
    relSlewSlack 0.697 \
    clk_pin_slew_ps 40 \
    core-area_um2 3630 \
    final_area_um2 626 \
    cts.htree.levels 1 \
    finalCritPeriodShare 0.658 \
    regMostFlops "counter" \
    dr.pass1.iters 3 \
    fin_util 0.172 \
    syn-cell-area_um2 414 \
    syn_inst 34 \
    timing.setup.tns_ps 0 \
    die_x_um 81 \
    yosys_area_um2 414 \
    viasPerCell 2.96 \
    final.min_clock_period_ps 1710 \
    warnings 25 \
    peakVddDrop_uv 346 \
    ant_nets 0 \
    place.gp.congestion 0.719 \
    drc 0 \
    clock_path_buffers 2 \
    track_usage 0.0306 \
    largest_reg_flops 10 \
    place_area_um2 584 \
    tightest_slew_ps 454 \
    finalPower_mw 0.313 \
    insertion_delay_ps 230 \
    crit_type "reg2out" \
    cts_made_buffers 3 \
    outcome "completed" \
    synth_warnings 1 \
    worst_path_max_delay_cell "clkdlybuf4s50_1" \
    fin_ws_ps 889 \
    timing_hold_violations_final 0 \
    required_ps 2080 \
    lay_top_cells "clkdlybuf4s50_1 (11), dfrtp_1 (10), xor2_1 (4), xnor2_1 (4)" \
    path_max_fanout 6 \
    grt_overflow 0 \
    fmax_ghz 0.585 \
    cts_tree "built" \
    layout-drive-gt1-share 0.125 \
    ys_cells 34 \
    routed_wl_um 889 \
    ioPinCount 12 \
    worstPathBufferInverterCount 1 \
    antenna_found_initial 0 \
    cts_resized 0 \
    critPathTopFamily "buffers and inverters" \
    slew_viol_final 0 \
    dp.final_hpwl_um 702 \
    lay_top_count "clkdlybuf4s50_1" \
    initCoreUtil 0.114 \
    vias 284 \
    die_h_um 81 \
    dp_slack_ps 1130 \
    fin_cells 96 \
    cts_sinks 10 \
    static-leakage-power_nw 0.267 \
    root_buffer "clkbuf_8" \
    holdBufCountCts 0 \
    reg.largest.list "counter (10)" \
    ys_types 13 \
    numPortBuffers 11 \
    start_kind "flop" \
    rsz0062_at_grt "no" \
    chip_area_um2 6560 \
    ys.flops 10 \
    holdCritPathClass "reg2reg" \
    std_cell_rows 22 \
    diodes 0 \
]
[layer usage]
metal | wire [um] | vias to the layer above | track usage
li1 | - | 138 | -
met1 | 460 | 132 | 0.0439
met2 | 291 | 14 | 0.0366
met3 | 138 | 0 | 0.0234
met4 | 0 | 0 | 0.00173
met5 | 0 | - | 0
[area by class of cell]
type | instances | area [um^2]
Sequential cell | 10 | 250
Timing Repair Buffer | 11 | 110
Fill cell | 403 | 3010
Multi-Input combinational cell | 21 | 153
Clock buffer | 3 | 41.3
Tap cell | 48 | 60.1
Inverter | 3 | 11.3
[synthesized netlist by cell type]
cell      n  area (um^2)
dfrtp_1  10          250
ha_1      1         12.5
inv_1     3         11.3
nand2_1   1         3.75
nand2_2   1         6.26
nand3_1   3         15.0
nand3_2   1         10.0
nand4_1   1         6.26
nor2_1    3         11.3
nor3_1    1         5.00
nor4_2    1         12.5
xnor2_1   4         35.0
xor2_1    4         35.0
[path summary, 6_finish.rpt]
kind                            cells past startpoint  slack, ps         end        from
worst min register to register                      1        460  counter[9]  counter[9]
worst max-delay path                                1        890    count[2]  counter[2]
worst min-delay path                                1        460  counter[9]  counter[9]
min in group asynchronous                           1        610  counter[7]      arst_b
worst max register to register                      4       1390  counter[6]  counter[0]
max in group asynchronous                           1       1680  counter[4]      arst_b
[report_power, final]
part | switching (mW) | internal, mW | leakage [nW]
sequential | 0 | 0.156 | 0.130
clock | 0.0519 | 0.101 | 0.0216
combinational | 0.00292 | 0.00132 | 0.115
total | 0.0548 | 0.258 | 0.267
[logic make-up after synthesis]
logic type | after synthesis | share of synthesized area
xor gates and xnor gates | 8 | 0.169
and+or+nand+nor | 12 | 0.169
adders and majority gates | 1 | 0.0302
buffers and inverters | 3 | 0.0272
DFF | 10 | 0.604
[worst reg2reg max path, cell delays in order (launching register included)]
cell	delay (ps)
dfrtp_1	430
ha_1	240
nand4_1	160
nor2_1	160
xor2_1	150
No activity file was given, so power comes from the tool's default toggle rates.
